<file path="flow/run.sh">
#!/bin/bash
# OpenROAD 26Q1-2900-gdf79404cd8, Yosys 0.63+post, stock flow scripts
make -C /OpenROAD-flow-scripts/flow DESIGN_CONFIG=/design/flow/config.mk WORK_HOME=/design/flow/orfs finish
</file>
<file path="flow/config.mk">
export PLATFORM = sky130hd
export DESIGN_NAME = RgbVideo
export DESIGN_NICKNAME = RgbVideo
export VERILOG_FILES = /design/flow/design.v
export SDC_FILE = /design/flow/constraint.sdc
export NUM_CORES = 4
export LEC_CHECK = 1
export CORE_AREA = 10 10 100 100
export DIE_AREA = 0 0 110 110
</file>
<file path="flow/constraint.sdc">
current_design RgbVideo

set clk_period 2.6
set clk_io_pct 0.2

create_clock -name clk0 -period $clk_period [get_ports {clk_i}]

set non_clock_inputs [all_inputs -no_clocks]
set_input_delay [expr $clk_period * $clk_io_pct] -clock clk0 $non_clock_inputs
set_output_delay [expr $clk_period * $clk_io_pct] -clock clk0 [all_outputs]
</file>
<file path="flow/design.v">
`timescale 1ns/1ns
module HVSync(
    input clk_i,
    input rst_i,
    output reg hsync_o,
    output reg vsync_o,
    output display_on,
    output [10:0] hpos,
    output [9:0] vpos);
localparam H_DISPLAY = 800;   
localparam H_FRONT = 53;       
localparam H_SYNC = 120;       
localparam H_BACK = 61;       
localparam V_SYNC = 6;        
localparam V_TOP = 21;         
localparam V_DISPLAY = 600;   
localparam V_BOTTOM = 35;     
localparam H_SYNC_START = H_DISPLAY + H_FRONT;
localparam H_SYNC_END = H_DISPLAY + H_FRONT + H_SYNC - 1;
localparam H_MAX = H_DISPLAY + H_BACK + H_FRONT + H_SYNC - 1; 
localparam V_SYNC_START = V_DISPLAY + V_BOTTOM;
localparam V_SYNC_END = V_DISPLAY + V_BOTTOM + V_SYNC - 1;
localparam V_MAX = V_DISPLAY + V_TOP + V_BOTTOM + V_SYNC - 1;
reg [10:0] hpos_count;
reg [9:0] vpos_count;
assign hpos = hpos_count;
assign vpos = vpos_count;
wire hpos_max = (hpos_count == H_MAX);
wire vpos_max = (vpos_count == V_MAX);
assign display_on = (hpos_count < H_DISPLAY) && (vpos_count < V_DISPLAY);
always@(posedge clk_i)
begin
    if(rst_i)
    begin
        hpos_count <= H_SYNC_END;
        hsync_o <= 1'b0;
    end else begin
        hsync_o <= ~(hpos_count >= H_SYNC_START
                    && hpos_count <= H_SYNC_END);
        if(hpos_max)
            hpos_count <= 0;
        else
            hpos_count <= hpos_count + 1'b1;
    end
end
always@(posedge clk_i)
begin
    if(rst_i)
    begin
        vpos_count <= V_SYNC_END;
        vsync_o <= 1'b0;
    end else begin
        vsync_o <= ~(vpos_count >= V_SYNC_START
                  && vpos_count <= V_SYNC_END);
        if(hpos_max)
            if(vpos_max)
                vpos_count <= 0;
            else
                vpos_count <= vpos_count + 1'b1;
    end
end
endmodule
`timescale 1ps/1ps
module RgbVideo
(
    input clk_i,
    input rst_i,
    output red_o,
    output green_o,
    output blue_o,
    output vsync_o,
    output hsync_o
);
wire display_on;
wire [10:0] hpos;
wire [9:0] vpos;
HVSync hvs(
    .clk_i(clk_i),
    .rst_i(rst_i),
    .hsync_o(hsync_o),
    .vsync_o(vsync_o),
    .display_on,
    .hpos(hpos),
    .vpos(vpos)
);
localparam SQWIDTH = 2;
localparam HWIDTH = 800;
localparam VWIDTH = 600;
wire square =    (hpos <= SQWIDTH)
              || ((hpos <= (HWIDTH - 1)) && (hpos >= (HWIDTH - SQWIDTH - 1)))
              || (vpos <= SQWIDTH)
              || ((vpos <= VWIDTH - 1) && (vpos >= VWIDTH - SQWIDTH - 1));
assign red_o = display_on & ((hpos[4] == 1'b1) | square);
assign green_o = display_on & ((hpos[5] == 1'b1) | square);
assign blue_o = display_on & ((hpos[6] == 1'b1) | square);
endmodule
</file>
==> results_slide.txt <==
Run Summary

Place
  • Input/output buffers: 6
  • Final GP Congestion: 0.862
  • Placed cells: ~250
  • HPWL Detailed: 1770 um

Yosys
  • Fa+ha+maj area frac: 0.0669
  • Syn Inst Count: 153
  • Synth Cell Area: 0.00131 mm^2
  • Area leader, netlist: dfxtp_1
  • Avg Cell Area, Syn: 8.56 um^2
  • Dominant cell area share: 0.351
  • Dominant flop cell: dfxtp_1
  • Basic Gates by Area: 0.297
  • Post-synth EDFFs: 0
  • Compound Share, Synth: 0.130
  • Yosys xor share: 0.107
  • Yosys stat chip area: 0.00131 mm^2
  • Mux cell area share: 0.00764
  • Commonest cells post-synth: 23 x dfxtp_1, 16 x nor2_1, 10 x nor3_1, 10 x xor2_1, 8 x and3_1
  • Number of cells in Yosys stat: between 150 and 200
  • Synth top cell by count: dfxtp_1
  • Synth async-reset ratio: 0
  • Top cells by area: dfxtp_1 35%, ha_1 6.7%, xor2_1 6.7%, nor2_1 4.6%, xnor2_1 4.0%
  • Main kind of combinational logic by area: simple AND/OR/NAND/NOR gates
  • Ys Warns: 1
  • Yosys reg bits: 23
  • Synth unique cells: about 40
  • Synth Seq Share: 0.351

Timing
  • Setup TNS: 0 ns
  • Max Freq: 393 MHz
  • Max Slew Vio Count: 0
  • Fin. Hold Viols: 0
  • RSZ-0062 raised after global routing: yes
  • Final clock skew: 0.00155 ns
  • Rel. slew slack: 0.511
  • Number of setup violations in the final report: 0
  • Worst-Margin Slew: 0.734 ns
  • Tcrit/Tclk final: 0.978
  • Period minus WS final: roughly 2.5 ns

Detailed routing
  • Drc violations: 0
  • Antenna viol nets, final: 0
  • DRT Pass-1 Iters: 4
  • Number of diodes: 0
  • Vias: 1111
  • Via/cell ratio: 4.26
  • Wire per inst: 10.0 um
  • WL final: between 2000 and 3000 um
  • Drt initial violations: 80

Die
  • Die width: 110 um
  • Die height: 110 um
  • Std cell rows: 32
  • Die Size: 0.0121 mm^2
  • Core Region: 0.00781 mm^2
  • Initial core utilization: 0.168
  • IO Pins: 7

Global route
  • GRT Util Overall: 0.0417
  • Largest net degree at the start of global routing: 21
  • Gr ovfl total: 0
  • Vias in the first global route: approximately 930
  • Initial antenna violation count: 0
  • First-pass GRT wire length: ~4200 um

Clocking
  • Clk Latency, worst-skew pair: roughly 0.26 ns
  • Total CTS buffers: 3
  • Cts hold-fix bufs: 0
  • CTS sink cnt: 23
  • CTS root buf: clkbuf_8
  • CTS tree: built
  • Clock transition at path regs: ~0.08 ns
  • H-Tree Depth: 1
  • CTS max path bufs: 2

Power
  • Switching power: between 0.1 and 0.15 mW
  • Internal Pwr Total: ~0.5 mW
  • Clock Power Share: 0.347
  • P_leak: 0.585 nW
  • Pwr dens: 396 mW/mm^2
  • Seq pwr share: 0.574
  • Sw Share: 0.229
  • VDD IR max: 184 uV
  • Comb power frac: 0.078

Setup path
  • CP cell instances: inv_1, ha_1, or3_4, o2111ai_2, nor3_2, o31a_1, clkdlybuf4s50_1
  • Maximum net fanout on the critical path: 2
  • Critical path's slowest cell: clkdlybuf4s50_1
  • Largest stage delay, worst path: 0.41 ns
  • Crit end category: primary output
  • Crit Path Class: reg -> out
  • Critical Path Source Type: flip-flop
  • Worst EP required: 2.08 ns
  • WP data arrival: 2.02 ns

Run
  • OpenROAD warning count: 31
  • Max-Cap Viols: 0

Final layout
  • Layout cells sized above 1: 0.182
  • Fill count: 834
  • Cell Count, Final, Fillers Out: approximately 260
  • Area Growth Syn to Fin: 23.1%

Run status
  • Outcome: finished clean

Hold path
  • Class of the worst hold path: reg -> reg
[worst paths after layout]
kind	start	to	slack (ns)	cells after the start
hold reg to reg	hvs.hpos_count[0]	hvs.hpos_count[0]	0.49	1
setup reg to reg	hvs.hpos_count[9]	hvs.vpos_count[7]	0.59	4
setup / recovery	hvs.hpos_count[1]	green_o	0.06	7
hold / removal	hvs.hpos_count[0]	hvs.hpos_count[0]	0.49	1
[worst max-delay path: cells and delay by family, from the launching register on]
kind,cells,cell delay (ns)
flip-flops,1,0.35
AND-OR/OR-AND,2,0.38
buffers and inverters,2,0.46
AND/OR/NAND/NOR,2,0.40
adder cells (fa/ha/maj),1,0.18
[per-layer routing]
| layer | wire length [um] | global-route usage |
|---|---|---|
| met1 | 1280 | 0.0538 |
| met2 | 1160 | 0.0707 |
| met3 | 175 | 0.0135 |
| met4 | 10 | 0.000929 |
| met5 | 0 | 0 |
[flip-flops by register name, indices dropped and copies added (netlist names)]
| signal | flops |
|---|---|
| hvs.hpos_count | 11 |
| hvs.vpos_count | 10 |
| hvs.hsync_o | 1 |
| hvs.vsync_o | 1 |
[cell type report]
class / count / area, um^2 / share of cell area
sequential: 23 / 485 / 0.301
tap: 102 / 128 / 0.0791
multi-input combinational: 118 / 850 / 0.527
timing repair buffer: 10 / 90.1 / 0.0559
inverter: 4 / 15.0 / 0.00931
clock buffer: 4 / 45.0 / 0.0279
[logic make-up (layout without fill, tap and decap cells)]
| family | after synthesis | count (layout) |
|---|---|---|
| DFF | 23 | 23 |
| adders and majority gates | 7 | 7 |
| and+or+nand+nor | 71 | 71 |
| muxes | 1 | 1 |
| buffers and inverters | 12 | 18 |
| xor gates and xnor gates | 16 | 16 |
| AOI/OAI and AO/OA | 23 | 23 |
[power by group through the flow]
| stage | Sequential, mW | Combinational, mW | Clock, mW |
|---|---|---|---|
| CTS | 0.369 | 0.0468 | 0.230 |
| global route | 0.369 | 0.0555 | 0.246 |
| finish | 0.367 | 0.0501 | 0.222 |
[metrics by stage]
step	utilization	instance area, um^2	setup WS [ns]	power (mW)	hold slack [ns]
floorplan	-	1310	0.692	0.406	0.489
global placement	0.188	1470	0.197	0.421	0.526
detailed placement	0.188	1470	0.162	0.421	0.531
CTS	0.198	1540	0.0201	0.646	0.508
global route	0.207	1610	-0.0941	0.670	0.506
finish	0.207	1610	0.0569	0.639	0.485
[layout by cell type (no fill, tap or decap), types with 3 or more instances in the layout]
| cell type | instances |
|---|---|
| a21o_1 | 3 |
| nor2_1 | 16 |
| clkbuf_8 | 3 |
| inv_1 | 4 |
| nand4_1 | 4 |
| dfxtp_1 | 11 |
| xnor2_1 | 6 |
| dfxtp_4 | 4 |
| nand3_1 | 7 |
| ha_1 | 7 |
| nor3_1 | 9 |
| and3_1 | 8 |
| dfxtp_2 | 8 |
| xor2_1 | 10 |
| nand2_1 | 7 |
| clkdlybuf4s50_1 | 6 |
| buf_4 | 4 |
| nand2b_1 | 6 |
[repair_timing]
| item | 4_1_cts | 5_1_grt |
|---|---|---|
| resized | 8 | 17 |
| endpoints found under the setup margin | 3 | 3 |
| pin swaps | 5 | 1 |
| setup buffers | 2 | 1 |
Power is estimated from default activity; no workload was simulated.
