`flow/design.v`:
```
module blink (
    input clock,
	input PLL_LOCKED,
	output PLL_RSTN,
    output led
);
parameter clock_freq = 33_333_333;  
localparam MAX_COUNT = clock_freq;
localparam MAX_COUNT_UPPER = $clog2(MAX_COUNT);
reg [MAX_COUNT_UPPER:0] counter;
reg led_reg;
assign led = led_reg;
assign PLL_RSTN = 1'b1;
always@(posedge clock)
begin
    if(counter < MAX_COUNT/2)
        led_reg <= 1;
    else
        led_reg <= 0;
    if(counter >= MAX_COUNT)
        counter <= 0;
    else
        counter <= counter + 1;
end
endmodule
```
`flow/run.sh`:
```
#!/bin/bash
# OpenROAD 26Q1-2900-gdf79404cd8, Yosys 0.63+post, stock flow scripts
make -C /OpenROAD-flow-scripts/flow DESIGN_CONFIG=/design/flow/config.mk WORK_HOME=/design/flow/orfs finish
```
`flow/config.mk`:
```
export PLATFORM = sky130hd
export DESIGN_NAME = blink
export DESIGN_NICKNAME = blink
export VERILOG_FILES = /design/flow/design.v
export SDC_FILE = /design/flow/constraint.sdc
export NUM_CORES = 4
export LEC_CHECK = 1
export CORE_AREA = 10 10 113 113
export DIE_AREA = 0 0 123 123
```
`flow/constraint.sdc`:
```
current_design blink

set clk_period 4.9
set clk_io_pct 0.2

create_clock -name clk0 -period $clk_period [get_ports {clock}]

set non_clock_inputs [all_inputs -no_clocks]
set_input_delay [expr $clk_period * $clk_io_pct] -clock clk0 $non_clock_inputs
set_output_delay [expr $clk_period * $clk_io_pct] -clock clk0 [all_outputs]
```
==> impl_metrics.toml <==
# physical design summary
[worst_setup_path]
timing.critical_path.buf_inv = 1
crit_chain = "clkdlybuf4s50_1"
required_ns = 3.92
cp_top_family = "buffers and inverters"
worst-path-max-fanout = 1
timing.critical_path.slowest_stage_cell = "sky130_fd_sc_hd__clkdlybuf4s50_1"
path_class = "flop to output pin"
worst_setup_path_end_kind = "output pin"
cpPeakStageDelay_ns = 0.48
cp.arrival_ns = 1.08
cp-start-kind = "flop"

[drt]
route.antenna.remaining_nets = 0
vias = 1158
drt-total-wl_mm = 2.82
route.detailed.vias_per_inst = 3.94
drt-wirelength-per-cell_um = 9.58
detail_route.iter0.violations = 93
insertedDiodeCount = 0
drt_pre_antenna_iters = 4
drc = 0

[place]
post-place-cells = 290
final_hpwl_dp_mm = 1.91
io_buffer_count = 1
dp_slack_ns = 2.92
gpl.final_weighted_congestion = 0.833

[power_and_ir_drop]
static-leakage-power_nw = 0.536
ir_drop_v = 0.000245
power-per-cell-area_nw_per_um2 = 289
seq_power_share_pct = 57.8
p_comb_share_pct = 15.0
power.clock.fraction_pct = 27.2
internal_power_mw = 0.330
p_sw_share_pct = 29.2
switchingPower_mw = 0.136

[clock_tree]
cts_inserted_buffers = 3
ctsResizeCount = 0
cts.htree.levels = 1
cts_root_buffer = "sky130_fd_sc_hd__clkbuf_8"
cts_hold_buffers = 0
clk_transition_reported_paths_ns = 0.10
number_of_buffers_inserted_by_post_cts_setup_repair = 0
clock_tree.buffer_depth = 2
clock_sink_count = 27
tritoncts = "built"
clock_insertion_delay_worst_skew_ns = 0.27

[layout]
layout-drive-gt1-share_pct = 11.4
number_of_flip_flops_under_the_largest_register_name = 26
finish.cell_count_without_fillers = 294
area.growth.synth_to_final_pct = 12.0
layout.core_utilization_pct = 15.6

[yosys]
synth-seq-area-share_pct = 37.5
syn_area_per_cell_um2 = 8.91
post_synth_tally_of_flip_flops_with_integrated_enable = 0
top_ff_cell_synth = "sky130_fd_sc_hd__dfxtp_1"
ys.warnings.count = 1
synth_cells = 162
ys_seq_elements = 27
post-synth-top-area-fraction_pct = 37.5
synth-cells-yosys = 162
synthDistinctLibCells = 37
postSynth.asyncResetShare_pct = 0
ys_area_um2 = 1440
mapped_area_um2 = 1440
top_cells_by_area = "sky130_fd_sc_hd__dfxtp_1, sky130_fd_sc_hd__a21oi_1, sky130_fd_sc_hd__a22oi_2"
synth.largest_area_cell = "sky130_fd_sc_hd__dfxtp_1"

[grt]
grt_first_pass_wirelength_mm = 5.06
global_route.usage.total_pct = 3.88
global_route_overflow = 0
grt_start_max_net_pins = 18
antenna_violations_before_repair = 0
first_global_vias = 1059

[die]
coreArea_um2 = 10300
placement_rows = 37
die_w_um = 123
fraction_of_the_core_area_occupied_by_cells_at_floorplan_pct = 14.0
floorplan.io_pins = 4
fp.dieArea_um2 = 15100
dieHeight_um = 123

[status]
status = "completed"

[sta]
final_max_slew_viol_count = 0
setup_total_negative_slack_ns = 0
worstMarginPinSlew_ns = 0.694
holdWs_ns = 0.490
final.setup_skew_ns = 0.00929
max_slew_margin_pct = 53.7
rsz_0062_raised_after_global_routing = "no"
fmax_mhz = 486
hold_violations = 0
finalWorstPathRequiredPeriod_ns = 2.06
report.final.setup_viol = 0
post-route-period-util_pct = 42.0
setup_ws_ns = 2.84

[job]
drv.max_cap_violation_count = 0
warnings = 28

[min_path]
hold_path_class = "flop to flop"
[path summary, 6_finish.rpt]
check,startpoint,endpoint,slack [ns],cells past startpoint
setup / recovery,led_reg$_DFF_P_,led,2.84,1
hold / removal,counter[25]$_SDFF_PP0_,led_reg$_DFF_P_,0.49,1
setup reg to reg,counter[1]$_SDFF_PP0_,counter[1]$_SDFF_PP0_,2.85,7
hold reg to reg,counter[25]$_SDFF_PP0_,led_reg$_DFF_P_,0.49,1
[area by class of cell]
cell class	instances	area, um^2
multi-input cells	121	822
clock buffers	3	41.3
clock inverters	1	5.00
well taps	136	170
fillers	1139	8710
repair buffers	3	25.0
inverters	3	11.3
flip-flops and latches	27	541
[stage by stage]
stage                     power, mW  cell area (um^2)
after detailed placement      0.343              1570
after global routing          0.499              1620
after global placement        0.343              1570
after floorplan               0.334              1440
after CTS                     0.471              1620
final                         0.466              1620
[Yosys cell counts, types with 5 or more instances]
cell and n:
sky130_fd_sc_hd__and3_1 5, sky130_fd_sc_hd__o31ai_1 7, sky130_fd_sc_hd__xor2_1 7, sky130_fd_sc_hd__a22oi_2 5, sky130_fd_sc_hd__dfxtp_1 27, sky130_fd_sc_hd__or4_1 7
sky130_fd_sc_hd__a21oi_1 16, sky130_fd_sc_hd__nand4_1 6, sky130_fd_sc_hd__xnor2_1 5, sky130_fd_sc_hd__nand3_1 9, sky130_fd_sc_hd__nand2_1 10, sky130_fd_sc_hd__a22oi_1 6
sky130_fd_sc_hd__o21ai_0 8
[cells in the final DEF (no fill, tap or decap)]
cell,instances
sky130_fd_sc_hd__conb_1,2
sky130_fd_sc_hd__and4_4,1
sky130_fd_sc_hd__nor2_2,1
sky130_fd_sc_hd__nor4_1,1
sky130_fd_sc_hd__xnor2_1,5
sky130_fd_sc_hd__nor2_1,3
sky130_fd_sc_hd__clkdlybuf4s50_1,1
sky130_fd_sc_hd__o2111ai_2,1
sky130_fd_sc_hd__or4_1,7
sky130_fd_sc_hd__o21a_1,1
sky130_fd_sc_hd__or4_4,1
sky130_fd_sc_hd__xor2_1,7
sky130_fd_sc_hd__nand2b_4,1
sky130_fd_sc_hd__nand2b_1,1
sky130_fd_sc_hd__a22oi_1,6
sky130_fd_sc_hd__nand3_1,9
sky130_fd_sc_hd__o21ai_0,8
sky130_fd_sc_hd__or3_1,4
sky130_fd_sc_hd__and2_1,1
sky130_fd_sc_hd__clkbuf_8,3
sky130_fd_sc_hd__a211oi_1,3
sky130_fd_sc_hd__buf_4,2
sky130_fd_sc_hd__a21boi_0,1
sky130_fd_sc_hd__nor3_1,2
sky130_fd_sc_hd__ha_1,3
sky130_fd_sc_hd__nand2_1,10
sky130_fd_sc_hd__nand4_1,6
sky130_fd_sc_hd__inv_1,3
sky130_fd_sc_hd__nand2_2,1
sky130_fd_sc_hd__dfxtp_1,27
sky130_fd_sc_hd__a21oi_1,15
sky130_fd_sc_hd__a22oi_2,5
sky130_fd_sc_hd__o31ai_1,7
sky130_fd_sc_hd__a21oi_2,1
sky130_fd_sc_hd__clkinv_2,1
sky130_fd_sc_hd__and4_1,2
sky130_fd_sc_hd__and3_1,5
[cells by family after synthesis]
group	Yosys count	synth area share [%]
buffers and inverters	14	5.81
flip-flops	27	37.5
XOR/XNOR	12	7.29
AND-OR/OR-AND	48	23.1
other	2	0.521
adder cells (fa/ha/maj)	3	2.60
AND/OR/NAND/NOR	56	23.2
[layer usage]
layer | GRT usage, % | up-vias | wire length [um]
met5 | 0 | - | 0
met4 | 0.218 | 0 | 8
met3 | 0.833 | 2 | 142
met2 | 5.66 | 23 | 1200
met1 | 6.01 | 543 | 1460
li1 | - | 590 | -
[power groups by stage]
| stage | Combinational (mW) | Clock [mW] | Sequential (mW) |
|---|---|---|---|
| 4_1_cts | 0.0700 | 0.132 | 0.270 |
| 5_1_grt | 0.0808 | 0.142 | 0.276 |
| 6_report | 0.0701 | 0.127 | 0.269 |
Power is estimated from default activity; no workload was simulated.
